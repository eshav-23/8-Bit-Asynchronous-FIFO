## design/flow/design.v

```verilog
`timescale 1ns / 1ps
module dual_fifo_mem#(
parameter data_width = 8,
add_width = 4)(
input wclk,
input wfull,
input [data_width-1:0]w_data,
input wclk_en,
input [add_width-1:0]w_add,
input [add_width-1:0]r_add,
output [data_width-1:0]r_data
    );
 localparam depth = 1<<add_width;
 reg [data_width-1 : 0] dual_mem [0:depth-1];
 assign r_data = dual_mem[r_add];
 always @(posedge wclk)begin
 if(wclk_en && !wfull) 
 dual_mem[w_add] <= w_data;  
 end   
endmodule
`timescale 1ns / 1ps
module rptr_empty#(
parameter data_width = 8,
add_width = 4)(
input rclk,
input rrst_n,
input r_inc,
input [add_width:0]r2q_wptr,
output reg r_empty,
output [add_width-1:0]r_add,
output reg [add_width:0]r_ptr
    );
  reg [add_width:0] rbin;
  wire [add_width:0] rgraynext, rbinnext;
  wire rempty_val;
  always @(posedge rclk or negedge rrst_n)begin
  if(!rrst_n) {rbin, r_ptr} <= 0;
  else {rbin, r_ptr} <= {rbinnext, rgraynext}; 
  end
  assign r_add = rbin[add_width-1:0];
  assign rbinnext = rbin + (r_inc & ~r_empty);
  assign rgraynext = (rbinnext>>1) ^ rbinnext;
  assign rempty_val = (rgraynext == r2q_wptr);
  always @(posedge rclk or negedge rrst_n)
  if(!rrst_n) r_empty <= 1'b1;
  else r_empty <= rempty_val;
  endmodule
`timescale 1ns / 1ps
module two_ff_sync #(parameter SIZE = 4)( 
    output reg [SIZE-1:0] q2,    
    input [SIZE-1:0] din,        
    input clk, rst_n             
    );
    reg [SIZE-1:0] q1;  
    always @(posedge clk or negedge rst_n) begin
        if (!rst_n) 
            {q2, q1} <= 0;           
        else 
            {q2, q1} <= {q1, din};   
    end 
endmodule
`timescale 1ns / 1ps
module top_module#(
parameter data_width = 8,
add_width = 4)(
input winc,
input wclk,
input wrst_n,
input rinc,
input rclk,
input rrst_n,
input [data_width-1:0] w_data,
output  wfull,
output  rempty,
output [data_width-1 : 0]r_data
);
wire [add_width-1:0] w_add, r_add;
wire [add_width:0] w_ptr, r_ptr, wq2_rptr, rq2_wptr;
dual_fifo_mem#(
data_width,
add_width) memmory (
.wclk(wclk),
.wfull(wfull),
.w_data(w_data),
.wclk_en(winc),
.w_add(w_add),
.r_add(r_add),
.r_data(r_data)
    );
 two_ff_sync #(add_width+1) syncr_w( 
    .q2(wq2_rptr),    
    .din(r_ptr),        
    .clk(rclk),
     .rst_n(rrst_n)             
    );
     two_ff_sync #(add_width+1)syncw_r( 
    .q2(rq2_wptr),    
    .din(w_ptr),        
    .clk(wclk), 
    .rst_n(rrst_n)             
    );
wptr_full#(
data_width ,
add_width) wptrfull(
.winc(winc),
.wclk(wclk),
.wrst_n(wrst_n),
.wq2_rptr(wq2_rptr),
.wfull(wfull),
.w_addr(w_add),
.w_ptr(w_ptr)
);
rptr_empty#(
data_width,
add_width) pointer_r(
.rclk(rclk),
.rrst_n(rrst_n),
.r_inc(rinc),
.r2q_wptr(rq2_wptr),
.r_empty(rempty),
.r_add(r_add),
.r_ptr(r_ptr)
    );
endmodule
`timescale 1ns / 1ps
module wptr_full#(
parameter data_width = 8,
add_width = 4)(
input winc,
input wclk,
input wrst_n,
input [add_width:0] wq2_rptr,
output reg wfull,
output [add_width-1:0]w_addr,
output reg [add_width:0] w_ptr
);
reg [add_width:0] wbin;
wire [add_width:0] wgraynext, wbinnext;
wire wfull_val;
always @(posedge wclk or negedge wrst_n)
if(!wrst_n) {wbin, w_ptr} <= 0;
else {wbin, w_ptr} <= {wbinnext,wgraynext};
assign w_addr = wbin[add_width-1:0];
assign wbinnext = wbin + (winc & ~wfull);
assign wgraynext = (wbinnext>>1) ^ (wbinnext);
assign wfull_val = (wgraynext == {~wq2_rptr[add_width:add_width-1],
                                  wq2_rptr[add_width-2:0]});
always @(posedge wclk or negedge wrst_n)
if(!wrst_n) wfull <= 1'b0;
else wfull <= wfull_val;
endmodule
```

## design/flow/run.sh

```bash
#!/bin/bash
# OpenROAD 26Q1-2900-gdf79404cd8, Yosys 0.63+post, stock flow scripts
make -C /OpenROAD-flow-scripts/flow DESIGN_CONFIG=/design/flow/config.mk WORK_HOME=/design/flow/orfs finish
```

## design/flow/config.mk

```make
export PLATFORM = sky130hd
export DESIGN_NAME = top_module
export DESIGN_NICKNAME = top_module
export VERILOG_FILES = /design/flow/design.v
export SDC_FILE = /design/flow/constraint.sdc
export NUM_CORES = 4
export LEC_CHECK = 1
export CORE_UTILIZATION = 30
```

## design/flow/constraint.sdc

```tcl
current_design top_module

set clk_period 3.7
set clk_io_pct 0.2

create_clock -name clk0 -period $clk_period [get_ports {rclk}]
create_clock -name clk1 -period $clk_period [get_ports {wclk}]

set non_clock_inputs [all_inputs -no_clocks]
set_input_delay [expr $clk_period * $clk_io_pct] -clock clk0 $non_clock_inputs
set_output_delay [expr $clk_period * $clk_io_pct] -clock clk0 [all_outputs]
```

==> impl_table.tex <==
% Implementation results table
\begin{tabular}{lr}
\hline
Metric & Value \\
\hline
\multicolumn{2}{l}{\textbf{Run status}} \\
\quad Outcome & finished clean \\
\multicolumn{2}{l}{\textbf{Logic synthesis}} \\
\quad Unique cell type count in the Yosys netlist & 32 \\
\quad Summed standard-cell area reported by yosys & 6400 sq um \\
\quad Post-synth top flop & sky130\_fd\_sc\_hd\_\_edfxtp\_1 \\
\quad Seq/Total Area, Yosys & about three quarters \\
\quad Register bit count reported by yosys & 168 \\
\quad Prevailing logic family in the synthesized netlist & multiplexers \\
\quad Ao+oa area frac & 2.46\% \\
\quad Netlist area before placement & around 6400 sq um \\
\quad Synthesized instance count & 319 \\
\quad Xor+xnor area frac & about 4\% \\
\quad Async set-or-reset flop fraction in the synthesized netlist & 23.8\% \\
\quad Fa+ha+maj area frac & 0.977\% \\
\quad Basic Gates by Area & 3.97\% \\
\quad Syn Area/Cell & 20.1 sq um \\
\quad Number of cells in Yosys stat & 319 \\
\quad Number of enable-type register cells in the synthesized netlist & 128 \\
\quad Number of warnings printed during yosys synthesis & 4 \\
\quad Mux area share & 11.3\% \\
\multicolumn{2}{l}{\textbf{Place}} \\
\quad Count of port buffers added during placement & 22 \\
\quad Placer's final routability congestion estimate & $\sim$0.84 \\
\quad HPWL reported at the end of detailed placement & 7380 um \\
\quad Placed insts & 621 \\
\multicolumn{2}{l}{\textbf{Global routing}} \\
\quad Maximum number of pins on one net before global-route repair & 36 \\
\quad Total Routing Usage GR & 12.1\% \\
\quad First-pass GRT wire length & 18500 um \\
\quad Number of antenna violations at the first check in global routing & 0 \\
\quad Gr ovfl total & 0 \\
\quad Vias in the first global route & between 3000 and 4000 \\
\multicolumn{2}{l}{\textbf{Clock tree}} \\
\quad Number of setup buffers added after CTS & 0 \\
\quad Hold bufs inserted after CTS & 0 \\
\quad TritonCTS clock tree & built \\
\quad Clock sink count & between 150 and 200 \\
\quad Resize count post-CTS & 0 \\
\quad Clock transition at path regs & 0.06 ns \\
\multicolumn{2}{l}{\textbf{Hold path}} \\
\quad Worst hold-check path type & reg2reg \\
\multicolumn{2}{l}{\textbf{Finish}} \\
\quad Synthesis-to-finish area growth & 20.9\% \\
\quad Most common logic cell in the routed design & sky130\_fd\_sc\_hd\_\_edfxtp\_1 \\
\quad Total of fill cells in the finished design & 1906 \\
\quad Number of non-filler instances in the completed layout & 656 \\
\quad Most numerous logic cells after layout & sky130\_fd\_sc\_hd\_\_edfxtp\_1, sky130\_fd\_sc\_hd\_\_dfrtp\_1, sky130\_fd\_sc\_hd\_\_mux4\_2 \\
\quad Share of post-route cells with drive strength above 1 & 24.7\% \\
\multicolumn{2}{l}{\textbf{Worst setup path}} \\
\quad Max FO, Critical Path & 19 \\
\quad Worst setup path class & reg2out \\
\quad Slowest stage cell on the critical path & sky130\_fd\_sc\_hd\_\_dfrtp\_2 \\
\quad Kind of start point of the critical path & register \\
\quad Ordered cell list for the critical path & buf\_12 > mux4\_2 > a22oi\_1 > nand2\_1 > clkdlybuf4s50\_1 \\
\quad Max incr delay on CP & between 0.7 and 0.8 ns \\
\quad Critical Path AT & 2.56 ns \\
\quad Data required time of the worst path & 2.96 ns \\
\quad Critical path endpoint category & output pin \\
\multicolumn{2}{l}{\textbf{Route}} \\
\quad Total number of vias & 3045 \\
\quad TritonRoute pass-1 iters & 4 \\
\quad Count of antenna diodes in the layout & 0 \\
\quad DRC violations left & 0 \\
\quad Number of routed nets with antenna violations & 0 \\
\quad Per-cell via count in the routed design & 4.64 \\
\quad Routed wirelength normalized by instance count & between 15 and 20 um \\
\quad Iter 0 DRT Violations & $\sim$140 \\
\quad Total length of routed wires & approximately 12000 um \\
\multicolumn{2}{l}{\textbf{Die}} \\
\quad Std cell rows & about 53 \\
\quad Area of the die & 21900 sq um \\
\quad Boundary Pins & 24 \\
\quad Core Footprint & $\sim$21000 sq um \\
\quad Vertical die dimension & about 150 um \\
\quad Core Util at FP & 30.6\% \\
\quad Floorplan die width & 148 um \\
\multicolumn{2}{l}{\textbf{Flow run}} \\
\quad Max-capacitance violation count & 0 \\
\quad OpenROAD warning count & 27 \\
\multicolumn{2}{l}{\textbf{Pwr}} \\
\quad Maximum vdd drop & 0.539 mV \\
\quad Leak Pwr & about 2.7 nW \\
\quad Power density over the cells & 837 nW/um\^{}2 \\
\multicolumn{2}{l}{\textbf{Timing}} \\
\quad Final clock skew & 0.00944 ns \\
\quad Tightest slew margin relative to the limit & 51.3\% \\
\quad Count of pins over their slew limit & 0 \\
\quad Setup violations, final & 0 \\
\quad Unrepaired setup endpoints after global routing & false \\
\quad Worst-Margin Slew & 0.729 ns \\
\quad Fin. Hold Viols & 0 \\
\quad Sum of negative setup slack & 0 ns \\
\hline
\end{tabular}
==> path summary, 6_finish.rpt <==
check / slack, ns / from / endpoint / cells after the start
worst min-delay path: 0.34 / syncw_r.q1[4] / syncw_r.q2[4] / 0
min in group asynchronous: 0.64 / wrst_n / wptrfull.w_ptr[1] / 1
worst max register to register: 1.15 / pointer_r.rbin[0] / pointer_r.r_empty / 6
max in group clk1: 1.03 / winc / wptrfull.wfull / 8
worst max-delay path: 0.40 / pointer_r.rbin[0] / r_data[3] / 5
min in group clk0: 0.35 / pointer_r.r_ptr[3] / syncr_w.q1[3] / 0
worst min register to register: 0.34 / syncw_r.q1[4] / syncw_r.q2[4] / 0
max in group asynchronous: 2.53 / rrst_n / pointer_r.r_empty / 2
==> cell type report <==
cell class              instances  area [sq um]  share of cell area (%)
clock inverters                15           196                    2.54
inverters                       4          15.0                   0.194
multi-input cells             132          1460                    18.8
well taps                     275           344                    4.44
flip-flops and latches        168          4850                    62.6
clock buffers                  20           500                    6.46
repair buffers                 42           383                    4.94
==> flip-flops by register name (all words and copies together) (netlist names), 4 cells and up <==
signal,flops
wptrfull.wbin,4
wptrfull.w_ptr,5
memmory.dual_mem,128
syncr_w.q2,5
pointer_r.r_ptr,5
syncr_w.q1,5
syncw_r.q2,5
pointer_r.rbin,4
syncw_r.q1,5
==> where the power goes <==
| group | switching (mW) | total, mW | internal (mW) |
|---|---|---|---|
| combinational | 0.867 | 1.81 | 0.946 |
| sequential | 0.254 | 2.67 | 2.42 |
| clock | 0.768 | 1.99 | 1.22 |
==> per-layer routing <==
layer / global-route usage (%) / up-vias / wire, um
met4: 1.13 / 0 / 73
met5: 0 / - / 0
met1: 15.7 / 1549 / 4530
met2: 18.3 / 134 / 5590
met3: 7.89 / 6 / 1450
li1: - / 1356 / -
==> synth_stat cells (2+ instances only) <==
cell type / count / share of area, %
sky130_fd_sc_hd__nor2_1: 13 / 0.76
sky130_fd_sc_hd__or3_1: 3 / 0.29
sky130_fd_sc_hd__nand2b_1: 2 / 0.20
sky130_fd_sc_hd__xnor2_2: 2 / 0.51
sky130_fd_sc_hd__xnor2_1: 8 / 1.1
sky130_fd_sc_hd__nand3b_1: 3 / 0.35
sky130_fd_sc_hd__xor2_1: 13 / 1.8
sky130_fd_sc_hd__nand3_1: 7 / 0.55
sky130_fd_sc_hd__nand2_1: 11 / 0.64
sky130_fd_sc_hd__inv_1: 4 / 0.23
sky130_fd_sc_hd__nor2b_1: 4 / 0.39
sky130_fd_sc_hd__nor3_1: 4 / 0.31
sky130_fd_sc_hd__edfxtp_1: 128 / 60
sky130_fd_sc_hd__dfrtp_1: 39 / 15
sky130_fd_sc_hd__a22oi_1: 16 / 1.9
sky130_fd_sc_hd__a221oi_2: 2 / 0.47
sky130_fd_sc_hd__mux4_2: 32 / 11
sky130_fd_sc_hd__clkbuf_1: 5 / 0.29
sky130_fd_sc_hd__ha_1: 5 / 0.98
sky130_fd_sc_hd__buf_2: 6 / 0.47
==> critical path, delay by kind of cell (launching register included) <==
family          cells  cell delay, ns
flops               1            0.79
simple gates        1            0.11
compound gates      1            0.21
buf+inv             2            0.67
mux                 1            0.52
==> stage by stage <==
stage	hold WS (ns)	power [mW]	setup slack (ns)	utilization, %	area [sq um]
after floorplan	0.331	3.89	1.17	-	6400
after global placement	0.336	4.52	0.652	33.6	7050
after detailed placement	0.335	4.53	0.572	33.6	7050
after CTS	0.343	6.55	0.325	37.0	7740
after global routing	0.352	6.85	0.181	37.0	7740
final	0.342	6.48	0.405	37.0	7740
==> cells by family (layout without fill, tap and decap cells) <==
family	count (synthesis)	after routing
and+or+nand+nor	51	51
AOI/OAI and AO/OA	19	19
xor gates and xnor gates	25	25
buffers and inverters	19	81
DFF	168	168
adders and majority gates	5	5
muxes	32	32
Power figures rest on the tool's default switching activity, not on a simulated workload.
